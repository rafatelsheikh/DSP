==> ./design.v <==
module DSP (clk, opMode, CEA, CEB, CEC, CECarryIn, CED, CEM, CEOpMode, CEP,
                rstA, rstB, rstC, rstCarryIn, rstD, rstM, rstOpMode, rstP,
                A, B, D, C, carryIn, BCIn, PCIn,
                BCOut, PCOut, P, M, carryOut, carryOutF);
    parameter A0REG = 0;
    parameter A1REG = 1;
    parameter B0REG = 0;
    parameter B1REG = 1;
    parameter CREG = 1;
    parameter DREG = 1;
    parameter MREG = 1;
    parameter PREG = 1;
    parameter CARRYINREG = 1;
    parameter CARRYOUTREG = 1;
    parameter OPMODEREG = 1;
    parameter CARRYINSEL = "OPMODE5";
    parameter B_INPUT = "DIRECT";
    parameter RSTTYPE = "SYNC";
    input clk, carryIn, rstA, rstB, rstC, rstCarryIn, rstD, rstM, rstOpMode, rstP,
            CEA, CEB, CEC, CECarryIn, CED, CEM, CEOpMode, CEP;
    input [17:0] A, B, D, BCIn;
    input [47:0] C, PCIn;
    input [7:0] opMode;
    output carryOut, carryOutF;
    output [17:0] BCOut;
    output [47:0] PCOut, P;
    output [35:0] M;
    wire [7:0] opModeRegOut;
    wire [17:0] dRegOut, bIn, b0RegOut, a0RegOut, PreASOut, b1RegIn,
                b1RegOut, a1RegOut;
    wire [35:0] mulOut;
    wire carryInRegIn, carryInRegOut, carryOutRegIn;
    wire [47:0] cRegOut, Z, X, pRegIn;
    RegMux #(8, RSTTYPE, OPMODEREG) opReg (clk, CEOpMode, rstOpMode, opMode, opModeRegOut);
    RegMux #(18, RSTTYPE, DREG) dReg (clk, CED, rstD, D, dRegOut);
    RegMux #(18, RSTTYPE, B0REG) b0Reg (clk, CEB, rstB, bIn, b0RegOut);
    RegMux #(18, RSTTYPE, A0REG) a0Reg (clk, CEA, rstA, A, a0RegOut);
    RegMux #(48, RSTTYPE, CREG) cReg (clk, CEC, rstC, C, cRegOut);
    PreAddSub PreAS (opModeRegOut[6], dRegOut, b0RegOut, PreASOut);
    RegMux #(18, RSTTYPE, B1REG) b1Reg (clk, CEB, rstB, b1RegIn, b1RegOut);
    RegMux #(18, RSTTYPE, A1REG) a1Reg (clk, CEA, rstA, a0RegOut, a1RegOut);
    Mul mul (b1RegOut, a1RegOut, mulOut);
    RegMux #(36, RSTTYPE, MREG) mulReg (clk, CEM, rstM, mulOut, M);
    RegMux #(1, RSTTYPE, CARRYINREG) carryInReg (clk, CECarryIn, rstCarryIn, carryInRegIn, carryInRegOut);
    PostAddSub PostAS (opModeRegOut[7], X, Z, carryInRegOut, pRegIn, carryOutRegIn);
    RegMux #(1, RSTTYPE, CARRYOUTREG) carryOutReg (clk, CECarryIn, rstCarryIn, carryOutRegIn, carryOut);
    RegMux #(48, RSTTYPE, PREG) pReg (clk, CEP, rstP, pRegIn, P);
    generate
        if (B_INPUT == "DIRECT") begin
            assign bIn = B;
        end else if (B_INPUT == "CASCADE") begin
            assign bIn = BCIn;
        end else begin
            assign bIn = 0;
        end
    endgenerate
    assign b1RegIn = (opModeRegOut[4] == 0)? b0RegOut : PreASOut;
    generate
        if (CARRYINSEL == "OPMODE5") begin
            assign carryInRegIn = opModeRegOut[5];
        end else if (CARRYINSEL == "CARRYIN") begin
            assign carryInRegIn = carryIn;
        end else begin
            assign carryInRegIn = 0;
        end
    endgenerate
    assign Z = (opModeRegOut[3:2] == 0)? 0 : (opModeRegOut[3:2] == 1)? PCIn :
                (opModeRegOut[3:2] == 2)? P : cRegOut;
    assign X = (opModeRegOut[1:0] == 0)? 0 : (opModeRegOut[1:0] == 1)? M :
                (opModeRegOut[1:0] == 2)? P : {dRegOut, a1RegOut, b1RegOut};
    assign BCOut = b1RegOut;
    assign carryOutF = carryOut;
    assign PCOut = P;
endmodule
module Mul (in0, in1, out);
    input [17:0] in0, in1;
    output [35:0] out;
    assign out = in0 * in1;
endmodule
module PostAddSub (mode, in0, in1, cin, out, carryOut);
    input mode, cin;
    input [47:0] in0, in1;
    output [47:0] out;
    output carryOut;
    assign {carryOut, out} = (mode == 0)? in0 + in1 + cin : in1 - in0 - cin;
endmodule
module PreAddSub (mode, in0, in1, out);
    input mode;
    input [17:0] in0, in1;
    output [17:0] out;
    assign out = (mode == 0)? in0 + in1 : in0 - in1;
endmodule
module RegMux (clk, CE, rst, data, out);
    parameter N = 18;
    parameter RSTTYPE = "SYNC";
    parameter DATAREG = 0;
    input clk, CE, rst;
    input [N - 1 : 0] data;
    output [N - 1 : 0] out;
    reg [N - 1 : 0] data_reg;
    generate
        if (DATAREG) begin
            if (RSTTYPE == "SYNC") begin
                always @(posedge clk) begin
                    if (rst) begin
                        data_reg <= 0;
                    end else if (CE) begin
                        data_reg <= data;
                    end
                end
            end else begin
                always @(posedge clk or posedge rst) begin
                    if (rst) begin
                        data_reg <= 0;
                    end else if (CE) begin
                        data_reg <= data;
                    end
                end
            end
        end
    endgenerate
    generate
        if (DATAREG) begin
            assign out = data_reg;
        end else begin
            assign out = data;
        end
    endgenerate
endmodule
==> ./run.sh <==
#!/bin/bash
# OpenROAD 26Q1-2900-gdf79404cd8, Yosys 0.63+post, stock flow scripts
make -C /OpenROAD-flow-scripts/flow DESIGN_CONFIG=/design/flow/config.mk WORK_HOME=/design/flow/orfs finish
==> ./config.mk <==
export PLATFORM = sky130hd
export DESIGN_NAME = DSP
export DESIGN_NICKNAME = DSP
export VERILOG_FILES = /design/flow/design.v
export SDC_FILE = /design/flow/constraint.sdc
export NUM_CORES = 4
export LEC_CHECK = 1
export CORE_UTILIZATION = 30
==> ./constraint.sdc <==
current_design DSP

set clk_period 18.2
set clk_io_pct 0.2

create_clock -name clk0 -period $clk_period [get_ports {clk}]

set non_clock_inputs [all_inputs -no_clocks]
set_input_delay [expr $clk_period * $clk_io_pct] -clock clk0 $non_clock_inputs
set_output_delay [expr $clk_period * $clk_io_pct] -clock clk0 [all_outputs]
==> notes.md <==
run metrics: postcts setup bufs=0, PostCTS Resize Cnt=0, Worst VDD drop=0.0884 mV, Chip Area=92800 sq um, Die Ht=305 um, Clock Skew=around 0.011 ns, row count=110, H-tree depth=4, async set-reset flop share out of synthesis=0, vias in the first global route=23100, mean post-synth cell area=between 8 and 9 sq um, Simple-Gate Area Share=0.156, most used logic cell in the final layout=inv_1, Antenna Nets Post-Route=0, initial antenna violation count=2, Final Util=0.356, ys flop type=dfxtp_1, EDFF count, synth=0, largest net degree at the start of global routing=about 58, Placed Cells=between 4000 and 5000, Crit path arrival time=8.11 ns, Post-DP HPWL=73300 um, Setup TNS Final=0 ns, routed vias/inst=5.02, IO buf count=about 330, leak pwr=approximately 15 nW, Synth mux share=0.0894, synthesis area per yosys=~27000 sq um, number of cells in Yosys stat=3325, GR Util All Layers=0.205, Pwr Density=60.0 nW/um^2, Worst-path clk slew=0.08 ns, RSZ-0062 raised after global routing=no, Worst-Margin Slew=0.911 ns, drt drc=0, Worst Hold Class=reg -> reg, Slew Limit Headroom=0.392, gpl congestion=0.978, Initial Utilization=0.304, CP Class=in -> reg, CTS root buf=clkbuf_16, CP endpoint kind=register, xor/xnor share=0.0440, register share after synthesis=0.143, post-synth cell types=92, status=finished, final reports clean, Skew-Pair Late Insertion Delay=a little over 0.5 ns, f_max=between 100 and 150 MHz, Setup Viol. Count Final=0, Worst setup SP type=primary input, Registers, synthesis=196, Top Ports=346, period utilization=0.423, wire per inst=slightly below 20 um, Logic family by area=adder cells, Initial DRT Pass Iterations=7, Final Non-Filler Cells=4681, P&R area growth vs syn=17.1%, CTS max path bufs=2, core area=90400 sq um, GRT overflow=0, hold_buf cts=0, Adder Area Share=0.312, Num CTS Buffers=17, Sink Count=about 200, CTS tree=done, max-cap check violation count=0, Worst Path Required=18.62 ns, Tmin final=7.69 ns, Worst Path Max Fanout=4, Iter 0 DRT Violations=1344, cell count after synthesis=3325, final hold viol count=0, Complex Gates by Area=0.156, share of layout cells above drive strength 1=0.0605, Top Layout Cells=inv_1, clkdlybuf4s50_1, nand2_1, Post-Syn Area=27500 sq um, Pins Over Slew Limit=0, Yosys warning count=5, die width=just over 300 um, Via Count=23500, first-pass GRT wire length=141000 um, count of tool warnings=91, final WL=92300 um
per-stage QoR:
| step | hold WS [ns] | area [sq um] | setup WS [ns] | total power, mW |
|---|---|---|---|---|
| 6_report | 0.488 | 32200 | 10.51 | 1.93 |
| 5_1_grt | 0.514 | 32200 | 10.20 | 2.08 |
| 4_1_cts | 0.488 | 32200 | 10.54 | 1.94 |
| 3_5_place_dp | 0.477 | 31600 | 10.04 | 1.51 |
| 3_3_place_gp | 0.466 | 31600 | 10.03 | 1.51 |
| 2_1_floorplan | 0.444 | 27500 | 11.29 | 1.17 |
cell families (layout without fill, tap and decap cells):
logic type / Yosys count / in the layout
simple gates: 931 / 931
buf+inv: 679 / 858
compound gates: 618 / 618
fa+ha+maj: 528 / 528
mux: 235 / 235
flops: 196 / 196
xor+xnor: 138 / 138
other cells: 0 / 1
worst max-delay path, stage by stage:
cell and delay, ns:
clkdlybuf4s50_1 0.41, mux2_2 0.31, a22oi_1 0.28, fa_1 0.28
inv_1 0.07, fa_1 0.45, a21o_2 0.22, a221oi_2 0.42
o211ai_1 0.24, a41oi_1 0.38, o311ai_1 0.19, o41ai_1 0.56
o21ai_1 0.18, xnor2_1 0.16, nand2_1 0.07, a311oi_1 0.25
synthesized netlist by cell type (all sizes together) (11+ instances only):
master	number	area, sq um
a211oi	46	345
o21bai	23	173
a31oi	22	153
a21o	64	484
a21oi	150	754
a22o	79	692
fa	261	5230
dfxtp	196	3920
o21ai	98	498
a311oi	12	105
and3	14	87.6
mux2i	151	1510
clkbuf	166	633
nor3	33	165
and2	143	896
buf	69	444
nor2	289	1080
mux2	84	946
nand2b	15	93.8
inv	442	1660
nand3	30	150
nand2	313	1170
o21a	20	151
or3	13	81.3
o31ai	11	96.3
nor2b	29	181
ha	267	3340
xnor2	95	832
a2111oi	11	116
nand4	15	93.8
xor2	43	377
where the power goes:
group	internal, mW	total [mW]	leakage (nW)	switching, mW
registers	0.466	0.529	1.62	0.0625
logic	0.436	0.980	12.9	0.544
clock network	0.217	0.420	0.291	0.204
total	1.12	1.93	14.8	0.810
area by class of cell:
cell class	count	area (sq um)
tap	1176	1470
sequential	196	3930
timing repair buffer	382	3660
clock inverter	11	140
inverter	444	1670
multi-input combinational	2450	20800
fill	9341	58300
antenna	1	2.50
clock buffer	21	470
path summary, 6_finish.rpt:
kind	from	endpoint	slack, ns	cells past startpoint
min reg2reg	b1Reg.data_reg[11]	b1Reg.data_reg[11]	0.49	2
max reg2reg	b1Reg.data_reg[7]	mulReg.data_reg[27]	11.09	24
max	PCIn[0]	pReg.data_reg[24]	10.51	16
min	b1Reg.data_reg[11]	b1Reg.data_reg[11]	0.49	2
per-layer routing:
layer	routed length [um]	vias up	global-route usage	share of wire
met4	3220	6	0.0547	0.035
met1	41100	11200	0.286	0.45
met5	113	-	0.00724	0.0012
met3	9660	114	0.0818	0.10
met2	38200	872	0.297	0.41
li1	-	11300	-	-
Power figures rest on the tool's default switching activity, not on a simulated workload.
